**./config.mk**
```make
export PLATFORM = sky130hd
export DESIGN_NAME = axi_slave
export DESIGN_NICKNAME = axi_slave
export VERILOG_FILES = /design/flow/design.v
export SDC_FILE = /design/flow/constraint.sdc
export NUM_CORES = 4
export LEC_CHECK = 1
export CORE_UTILIZATION = 50
```
**./constraint.sdc**
```tcl
current_design axi_slave

set clk_period 4.8
set clk_io_pct 0.2

create_clock -name clk0 -period $clk_period [get_ports {clk}]

set non_clock_inputs [all_inputs -no_clocks]
set_input_delay [expr $clk_period * $clk_io_pct] -clock clk0 $non_clock_inputs
set_output_delay [expr $clk_period * $clk_io_pct] -clock clk0 [all_outputs]
```
**./design.v**
```verilog
module axi_slave (
    input  logic        clk,
    input  logic        reset_n,
    input  logic [31:0] awaddr,
    input  logic [7:0]  awlen,
    input  logic        awvalid,
    output logic        awready,
    input  logic [31:0] wdata,
    input  logic [3:0]  wstrb,
    input  logic        wvalid,
    output logic        wready,
    output logic        bvalid,
    input  logic        bready,
    input  logic [31:0] araddr,
    input  logic [7:0]  arlen,
    input  logic        arvalid,
    output logic        arready,
    output logic [31:0] rdata,
    output logic        rvalid,
    input  logic        rready
);
    logic [31:0] memory [0:255];
    always_ff @(posedge clk or negedge reset_n) begin
        if (!reset_n) begin
            awready <= 0;
            wready  <= 0;
            bvalid  <= 0;
            arready <= 0;
            rvalid  <= 0;
            rdata   <= 0;
        end else begin
            if (awvalid && !awready)
                awready <= 1;
            if (wvalid && awready && !wready) begin
                memory[awaddr[9:2]] <= wdata;   
                wready  <= 1;
                bvalid  <= 1;
            end
            if (bvalid && bready) begin
                bvalid  <= 0;
                awready <= 0;
                wready  <= 0;
            end
            if (arvalid && !arready) begin
                arready <= 1;
                rdata   <= memory[araddr[9:2]];  
                rvalid  <= 1;
            end
            if (rvalid && rready) begin
                rvalid  <= 0;
                arready <= 0;
            end
        end
    end
endmodule
```
**./run.sh**
```bash
#!/bin/bash
# OpenROAD 26Q1-2900-gdf79404cd8, Yosys 0.63+post, stock flow scripts
make -C /OpenROAD-flow-scripts/flow DESIGN_CONFIG=/design/flow/config.mk WORK_HOME=/design/flow/orfs finish
```
==> run notes <==
This memo summarizes the results of the implementation run.

Power
The static leakage power is 119 nW. For this design the total switching power over the nets is between 0.03 and 0.04 W. Of the total power, registers draw 0.528. Across the VDD grid, the largest voltage drop is around 0.4 mV. Total power normalized to cell area comes to 400 nW/um^2.

Cell internal power was estimated by the tool at 0.116 W. The net switching fraction of the power is 0.228. The combinational share of power is 0.050. The proportion of power drawn by the clock network is 0.422.

Logic synthesis
The leading area contributor after synthesis is sky130_fd_sc_hd__edfxtp_1. The post-synth design cell area is 304000 um^2. The share of synthesized area in the top cell type comes to 0.810. The synthesized netlist contains approximately 80 unique library cells. Ranked by total cell area, the synthesized netlist is headed by sky130_fd_sc_hd__edfxtp_1 81%, sky130_fd_sc_hd__a22oi_1 5.6%, sky130_fd_sc_hd__a22o_1 1.3%.

The synthesis-stage register bit count is 8227. The mean cell area of the mapped netlist is 17.9 um^2. Counting every instance in the synthesized netlist gives between 15000 and 20000. The sequential cell area fraction in the yosys report is 0.813. In this run, synthesis inferred 8192 flip-flops with an integrated enable. For this design, Yosys synthesis ends with a cell count of 16900. The Yosys step of the flow raised 2 warnings. The synthesis report names the predominant flop master as sky130_fd_sc_hd__edfxtp_1. The chip area line in the Yosys stat output reads 304000 um^2. Per the synth stats, the proportion of register bits with asynchronous set or reset is 0.00425.

Job
Per the run summary, max-cap violations total 4. The number of warnings in the stage logs is 128.

Timing
The highest clock rate this design can be run at is roughly 200 MHz. The most critical hold endpoint after final layout shows a slack of -0.0199 ns. The relative slew slack is -0.0644. The final total negative setup slack is -0.898 ns. Per the final timing report, the hold violations number 12. After layout, the setup clock skew is reported as 0.121 ns. The post-layout period usage of the worst path is 1.05. The final timing report derives a shortest allowable period of 5.03 ns. Setup violations remaining at the end of the flow were counted as 9. At the pin with the least slew margin, the transition time is 1.60 ns.

The critical path in the final layout is reported with a setup slack of -0.233 ns. Max-slew check failures listed in the final report amount to 14.

Place
The number of port buffers is approximately 91. The half-perimeter wire length after detailed placement is 1170000 um. The area of placed instances is about 350000 um^2.

Per the placement report, the placed cell count is 26900. The weighted congestion at the end of routability-driven global placement is 1.19.

Finish
Between the synthesized netlist and the finished layout, the area growth was recorded as 23.5%. The final instance area is 375000 um^2. The final standard cell utilization of the core is 0.621. The share of cells above drive strength 1 is 0.233. The count of placed standard cells in the final layout, fillers left out is 29100.

CTS
TritonCTS built the clock tree. The clock tree has to reach around 8200 sinks. The total number of H-tree levels is 6. The post-CTS hold buffer count recorded in the log is 0. The maximum clock insertion buffer count is 4.

The clock network latency to the later pin of the worst-skew pair is 1.25 ns. The CTS report gives the tree buffer count as 818. Per the CTS log, the root buffer master is sky130_fd_sc_hd__clkbuf_16. The clock input transition at the sequential cells of the worst setup and hold paths is 0.07 ns. In this run the post-CTS setup repair buffer count came out at 0.

Floorplanning
In the floorplan report the effective utilization is 0.503. In this run the vertical extent of the chip is 781 um. The placement row count is 285.

According to the floorplan report, the die width is 781 um. The area of the placeable core is 604000 um^2. Per the OpenROAD floorplan log, the area of the die is 610000 um^2. The boundary pin count is 160.

Setup path
The data required time at the worst endpoint is roughly 5.9 ns. The classification of the worst setup path is input port to register. The worst setup path is launched from an input port. The report shows a maximum critical-path fanout of 22. The category of the worst setup path capture point is a register. The arrival time at the worst endpoint is 6.14 ns.

Global routing
The largest net degree at the start of global routing is 131. Across every metal layer, demand over resource in global routing totals 0.616. The number of global-route vias before repair came to 210000. The number of antenna violations at the first check in global routing is 280.

The leftover overflow at the end of global routing is 0. The first global-routing pass estimated 2110000 um of wire.

Min path
The most critical min-delay path falls under input port to asynchronous set/reset pin.

Routing
The via-per-instance ratio is 7.26. Summing over every cut layer, the via total after detailed routing is 211000. In the log, the iteration count for the first detailed-route pass is 9. The DRC violation total left in the routed layout is recorded as 0. The routed length per placed instance is 57.6 um. The final layout contains routed wiring with a total length of 1670000 um. The initial detailed-routing violation count is 22700. The number of routed nets with antenna violations is 0.

Outcome
The final reports fail on negative hold slack, max-capacitance violations, max-slew violations, negative setup slack. The flow ran to the end, but the final reports show violations.
flip-flops by register name, indices dropped and copies added, names as in the netlist:
register and count:
memory 8192, arready 1, awready 1, rdata 32
wready 1
kinds of logic after synthesis:
family | after synthesis | synth area share
xor+xnor | 1 | 0.0000288
flops | 8227 | 0.813
simple gates | 2820 | 0.0505
buf+inv | 1216 | 0.0168
mux | 102 | 0.00358
compound gates | 4566 | 0.116
metal layers:
layer  wire, um  GRT usage
met1     457000      0.650
met2     638000      0.695
met3     399000      0.633
met4     147000      0.394
met5      32200      0.487
power by group through the flow:
stage / combinational, W / sequential [W] / clock [W]
4_1_cts: 0.00687 / 0.0792 / 0.0631
5_1_grt: 0.00728 / 0.0792 / 0.0659
6_report: 0.00748 / 0.0792 / 0.0633
timing repair:
action                     CTS  global route
resized                      0             1
hold endpoints to repair     0             0
setup endpoints to repair    0             2
cell usage in the layout, fill, tap and decap left out, types with 50 or more instances in the layout:
master	instances
sky130_fd_sc_hd__diode_2	738
sky130_fd_sc_hd__clkinv_16	53
sky130_fd_sc_hd__and3_1	261
sky130_fd_sc_hd__o22ai_1	394
sky130_fd_sc_hd__a22o_1	435
sky130_fd_sc_hd__a222oi_1	209
sky130_fd_sc_hd__clkinv_1	185
sky130_fd_sc_hd__a32o_1	63
sky130_fd_sc_hd__edfxtp_1	8192
sky130_fd_sc_hd__buf_12	876
sky130_fd_sc_hd__o2bb2ai_1	69
sky130_fd_sc_hd__a2bb2oi_1	50
sky130_fd_sc_hd__clkdlybuf4s50_1	50
sky130_fd_sc_hd__o21ai_0	100
sky130_fd_sc_hd__a221oi_1	177
sky130_fd_sc_hd__or4_1	60
sky130_fd_sc_hd__nand2_1	199
sky130_fd_sc_hd__a32oi_1	178
sky130_fd_sc_hd__o211ai_1	53
sky130_fd_sc_hd__mux2_2	53
sky130_fd_sc_hd__nor2_4	336
sky130_fd_sc_hd__o22a_1	90
sky130_fd_sc_hd__nor4_1	202
sky130_fd_sc_hd__clkinv_2	138
sky130_fd_sc_hd__nor2_1	198
sky130_fd_sc_hd__nand3_1	745
sky130_fd_sc_hd__a21oi_1	217
sky130_fd_sc_hd__a22oi_1	2251
sky130_fd_sc_hd__clkbuf_1	208
sky130_fd_sc_hd__nand4_1	395
sky130_fd_sc_hd__bufinv_16	56
sky130_fd_sc_hd__buf_4	2134
sky130_fd_sc_hd__a2111oi_0	85
sky130_fd_sc_hd__nor3_1	90
sky130_fd_sc_hd__clkbuf_16	821
final cells by class:
class / instances / area, um^2
Inverter: 6 / 22.5
Timing Repair Buffer: 3096 / 34600
Tap cell: 8036 / 10100
Clock inverter: 458 / 4900
Multi-Input combinational cell: 7489 / 55300
Fill cell: 41400 / 229000
Sequential cell: 8227 / 247000
Clock buffer: 1036 / 21400
Antenna cell: 738 / 1850
Yosys cell counts, types with 62 or more instances:
cell type	number
sky130_fd_sc_hd__edfxtp_1	8192
sky130_fd_sc_hd__a22oi_1	2251
sky130_fd_sc_hd__nand3_1	754
sky130_fd_sc_hd__clkbuf_1	726
sky130_fd_sc_hd__nor2_1	564
sky130_fd_sc_hd__a22o_1	435
sky130_fd_sc_hd__nand4_1	395
sky130_fd_sc_hd__o22ai_1	394
sky130_fd_sc_hd__buf_2	292
sky130_fd_sc_hd__and3_1	261
sky130_fd_sc_hd__nor4_1	236
sky130_fd_sc_hd__nand2_1	218
sky130_fd_sc_hd__a21oi_1	217
sky130_fd_sc_hd__a222oi_1	209
sky130_fd_sc_hd__a221oi_1	180
sky130_fd_sc_hd__a32oi_1	178
sky130_fd_sc_hd__buf_1	160
sky130_fd_sc_hd__o21ai_0	102
sky130_fd_sc_hd__nor3_1	93
sky130_fd_sc_hd__a2111oi_0	90
sky130_fd_sc_hd__o22a_1	90
sky130_fd_sc_hd__o2bb2ai_1	69
sky130_fd_sc_hd__a32o_1	63
sky130_fd_sc_hd__or4_1	62
worst max-delay path, stage by stage:
cell and delay [ns]:
sky130_fd_sc_hd__buf_4 0.34, sky130_fd_sc_hd__buf_4 0.31, sky130_fd_sc_hd__nand4bb_4 0.27, sky130_fd_sc_hd__buf_12 0.18
sky130_fd_sc_hd__buf_4 0.49, sky130_fd_sc_hd__buf_4 0.50, sky130_fd_sc_hd__a21oi_1 0.18, sky130_fd_sc_hd__nor4_1 0.44
sky130_fd_sc_hd__nand4_1 0.32, sky130_fd_sc_hd__buf_4 0.24, sky130_fd_sc_hd__nor4_4 0.98, sky130_fd_sc_hd__buf_4 0.25
sky130_fd_sc_hd__and4_1 0.22, sky130_fd_sc_hd__buf_4 0.20, sky130_fd_sc_hd__o31ai_1 0.10
metrics by stage:
stage | hold slack (ns) | setup WS [ns] | total power (W)
after floorplan | 0.424 | 0.198 | 0.0821
after global placement | 0.478 | -1.53 | 0.0876
after detailed placement | 0.476 | -1.19 | 0.0876
after CTS | 0.00164 | 0.0400 | 0.149
after global routing | 0.0469 | -0.0291 | 0.152
final | -0.0199 | -0.233 | 0.150
worst paths after layout:
check	start	end	slack, ns	cells past startpoint
min in group clk0	wdata[6]	memory[217][6]$_DFFE_PP_	0.10	1
worst min register to register	rdata[3]$_DFFE_PN0P_	rdata[3]$_DFFE_PN0P_	0.50	2
worst max register to register	memory[31][21]$_DFFE_PP_	rdata[21]$_DFFE_PN0P_	0.44	11
worst min-delay path	reset_n	rdata[8]$_DFFE_PN0P_	-0.02	2
worst max-delay path	araddr[4]	rdata[31]$_DFFE_PN0P_	-0.23	15
max in group asynchronous	reset_n	rdata[3]$_DFFE_PN0P_	3.31	4
Power is estimated from default activity; no workload was simulated.
