`./design.v`:
```
module axi_master (
    input  logic        clk,
    input  logic        reset_n,
    output logic [31:0] awaddr,
    output logic [7:0]  awlen,
    output logic        awvalid,
    input  logic        awready,
    output logic [31:0] wdata,
    output logic [3:0]  wstrb,
    output logic        wvalid,
    input  logic        wready,
    input  logic        bvalid,
    output logic        bready,
    output logic [31:0] araddr,
    output logic [7:0]  arlen,
    output logic        arvalid,
    input  logic        arready,
    input  logic [31:0] rdata,
    input  logic        rvalid,
    output logic        rready
);
    typedef enum logic [1:0] {
        IDLE, WRITE, READ
    } state_t;
    state_t state;
    always_ff @(posedge clk or negedge reset_n) begin
        if (!reset_n) begin
            state    <= IDLE;
            awvalid  <= 0;
            wvalid   <= 0;
            bready   <= 0;
            arvalid  <= 0;
            rready   <= 0;
        end else begin
            case (state)
                IDLE: begin
                    awvalid <= 1;
                    awaddr  <= 32'h0000_0000;
                    awlen   <= 8'd0;
                    if (awready) state <= WRITE;
                end
                WRITE: begin
                    wvalid <= 1;
                    wdata  <= 32'h1234_5678;
                    wstrb  <= 4'b1111;
                    if (wready) begin
                        bready <= 1;
                        state  <= READ;
                    end
                end
                READ: begin
                    arvalid <= 1;
                    araddr  <= 32'h0000_0000;
                    arlen   <= 8'd0;
                    if (arready) begin
                        rready <= 1;
                        if (rvalid)
                            state <= IDLE;
                    end
                end
            endcase
        end
    end
endmodule
```
`./run.sh`:
```
#!/bin/bash
# OpenROAD 26Q1-2900-gdf79404cd8, Yosys 0.63+post, stock flow scripts
make -C /OpenROAD-flow-scripts/flow DESIGN_CONFIG=/design/flow/config.mk WORK_HOME=/design/flow/orfs finish
```
`./config.mk`:
```
export PLATFORM = sky130hd
export DESIGN_NAME = axi_master
export DESIGN_NICKNAME = axi_master
export VERILOG_FILES = /design/flow/design.v
export SDC_FILE = /design/flow/constraint.sdc
export NUM_CORES = 4
export LEC_CHECK = 1
export CORE_AREA = 10 10 70 70
export DIE_AREA = 0 0 80 80
```
`./constraint.sdc`:
```
current_design axi_master

set clk_period 1.6
set clk_io_pct 0.2

create_clock -name clk0 -period $clk_period [get_ports {clk}]

set non_clock_inputs [all_inputs -no_clocks]
set_input_delay [expr $clk_period * $clk_io_pct] -clock clk0 $non_clock_inputs
set_output_delay [expr $clk_period * $clk_io_pct] -clock clk0 [all_outputs]
```
==> notes.md <==
yosys + openroad results -> result of the run finished clean, Main synth FF type dfrtp_1, global routing met2 resource utilization 8.83%, core footprint 3420 µm², maximum cell stage delay along the critical path 0.48 ns, type of the worst setup path flip-flop to primary output, placed standard-cell area 868 µm², number of buffers created by CTS 3, Final Instance Count excl. Fillers 197, number of synthesized flops with an enable pin 0, vias in the first global route 613, path depth of the worst reg2reg path 2, Final Power 0.464 mW, proportion of layout cells with a drive suffix above 1 3.31%, Iteration-0 DRC Markers 4, final instance area 895 µm², top area cells in the synthesized netlist buf_4 75%, dfrtp_1 15%, dfstp_2 2.3%, skew final 0.00473 ns, required time reported for the critical path endpoint 1.28 ns, tally of unique sky130hd cells used after synthesis 13, GR Util All Layers 4.77%, average cell area after synthesis 8.30 µm², Layout area overhead -22.5%, final setup TNS 0 ns, fraction of synthesis flops using an asynchronous set or reset pin 100%, routed vias 489, Clock Sink Count 8, post-CTS resize count 0, Cell Chain, Critical Path clkdlybuf4s50_1, origin of the critical flop-to-flop path state[0], post-synthesis cell count from yosys 139, 1st-pass router iterations 2, Placer Congestion 0.686, wire length per cell after detailed routing 10.2 µm, final wirelength 2020 µm, clk root buf clkbuf_4, area figure in the yosys stat output 1150 µm², GR met3 Demand/Resource 1.59%, buffers from clock root to sink, at most 2, critical path's slowest cell clkdlybuf4s50_1, die height 80 µm, Post-DRT Antenna Nets 0, Critical Path Source Type flip-flop, arrival time at the worst endpoint 1.06 ns, clock slew at reported path FFs 0.06 ns, detail-routed via count per cell 2.48, maximum number of pins on one net before global-route repair 9, # port buffers 10, maximum VDD drop 0.000154 V, crit path from bready, CTS H-tree depth 1, post-cts hold-fix buffer tally 0, worst hold slack 0.339 ns, type of element capturing the critical path primary output, Max Fanout on Critical Path 2, starting utilization of the core area 33.8%, crit path buf inv count 1, GR peak layer met2, Setup Viol. Count Final 0, power per standard cell area 519 nW/µm², cell type with the largest total area after synthesis buf_4, number of placement rows 21, post-placement cell count 193, horizontal die size 80 µm, post-detailed-route DRC marker count 0, clock tree from TritonCTS built, Yosys top cell by instances buf_4, remaining global-route overflow 0, Post-Synthesis Cell Area 1150 µm², estimated wirelength of the detail-placed design 1930 µm, global-route wire length before repair 2650 µm, clk latency of the worst-skew pair 0.25 ns, family with the most delay on the worst path buffers and inverters, instance count on the critical path 1, Yosys top cell area share 75.5%, number of diodes added for antenna fixing 0, Setup Fix Bufs, Post-CTS 0, maximum clock rate 723 MHz, number of max-cap violations 0, part of the Yosys area used for sequential elements 17.5%, I/O pin cnt 160, total count of hold-check failures in the final report 0, met1 GRT Util 5.20%, synthesized instance count 139, Hold WC Path Type input pin to asynchronous set/reset pin, RSZ-0062 raised after global routing no, FF+latch count, synth 8, initial antenna violation count 0, Post-synth top cells 116 x buf_4, 7 x dfrtp_1, 3 x or2_1, die footprint 6400 µm², number of warnings in the stage logs 58, crit path time final 1.38 ns, fraction of the cycle the final worst path needs 86.4%, static power due to leakage 0.539 nW, number of pins with negative max-slew slack in the final report 0, number of synthesis warnings 1
[cell usage in the layout (no fill, tap or decap), types with 2 or more instances in the layout]
cell	count
conb_1	116
dfrtp_1	7
clkbuf_4	3
or2_1	3
clkdlybuf4s50_1	10
nand2_1	2
inv_1	2
[kinds of logic after synthesis]
family | synth area share [%]
flops | 17.5
other cells | 0.651
compound gates | 3.04
buf+inv | 76.1
simple gates | 2.71
[flip-flops by register name, indices dropped and copies added, names as in the netlist]
signal and flops:
arvalid 1, wvalid 1, rready 1, bready 1
state 3, awvalid 1
[layout make-up]
| cell class | instances | area, µm² |
|---|---|---|
| Fill cell | 379 | 2520 |
| Multi-Input combinational cell | 127 | 502 |
| Sequential cell | 8 | 201 |
| Timing Repair Buffer | 10 | 100 |
| Tap cell | 46 | 57.6 |
| Clock buffer | 4 | 26.3 |
| Inverter | 2 | 7.51 |
[worst paths after layout]
kind / endpoint / slack, ns
min: state[1] / 0.34
min in group clk0: wvalid / 0.46
max reg2reg: state[0] / 0.80
max: bready / 0.22
min reg2reg: wvalid / 0.46
max in group asynchronous: state[0] / 0.96
[per-stage QoR]
step,setup WS (ns),utilization [%]
3_5_place_dp,0.425,25.4
5_1_grt,0.176,26.2
3_3_place_gp,0.431,25.4
6_report,0.218,26.2
2_1_floorplan,0.848,-
4_1_cts,0.190,26.2
[where the power goes]
part           internal (mW)  total [mW]  switching (mW)
clock                 0.0951       0.160          0.0650
combinational         0.0318      0.0652          0.0333
sequential             0.224       0.239          0.0150
total                  0.351       0.464           0.113
[layer usage]
metal	wire (µm)	vias up	part of all wire [%]
li1	-	214	-
met1	702	209	35
met2	1030	66	51
met3	289	0	14
met4	0	0	0
met5	0	-	0
Power is estimated from default activity; no workload was simulated.
